**design.v**
```verilog
module fac (
    input  A,
    input  B,
    input  Cin,
    output Sum,
    output Cout
);
    assign Sum  = A ^ B ^ Cin;
    assign Cout = (A & B) | (B & Cin) | (A & Cin);
endmodule
module adder (
    input  [17:0] op1,
    input  [17:0] op2,
    input         s,     
    output [17:0] res
);
    wire [17:0] op2_xor;
    wire [17:0] carry;
    assign op2_xor = op2 ^ {18{s}};
    fac fac0 (
        .A(op1[0]), .B(op2_xor[0]), .Cin(s),   
        .Sum(res[0]), .Cout(carry[0])
    );
    genvar i;
    generate
        for (i = 1; i < 18; i = i + 1) begin : rca_loop
            fac fac (
                .A(op1[i]), .B(op2_xor[i]), .Cin(carry[i-1]),
                .Sum(res[i]), .Cout(carry[i])
            );
        end
    endgenerate
endmodule
module alu(
    input wire clk,
    input wire reset,
    input wire start, 
    input wire [1:0] op_select,    
    input wire signed [15:0] op1,             
    input wire signed [7:0] op2,             
    output reg signed [15:0] res,             
    output reg done                           
);
    wire signed [15:0] product;
    wire mult_done;
    wire [7:0] quotient;
    wire [7:0] remainder;
    wire div_done;
    wire [17:0] adder_result;
    wire mult_start = start && (op_select == 2'b10);
    wire div_start  = start && (op_select == 2'b11);
    wire [17:0] op1_ext = {{2{op1[15]}}, op1};
    wire [17:0] op2_ext = {{10{op2[7]}}, op2};
    wire adder_sub = (op_select == 2'b01);  
    booth_multiplier mult (
        .clk(clk),
        .reset(reset),
        .start(mult_start),
        .multiplicand(op1[7:0]),
        .multiplier(op2),
        .product(product),
        .done(mult_done)
    );
    non_restoring_division div (
        .clk(clk),
        .rst(reset),
        .start(div_start),
        .dividend(op1),
        .divisor(op2),
        .quotient(quotient),
        .remainder(remainder),
        .done(div_done)
    );
    adder addsub (
        .op1(op1_ext),
        .op2(op2_ext),
        .s(adder_sub),
        .res(adder_result)
    );
    always @(*) begin
        case (op_select)
            2'b00: begin  
                res = adder_result[15:0];
                done = 1'b1;
            end
            2'b01: begin  
                res = adder_result[15:0];
                done = 1'b1;
            end
            2'b10: begin  
                res = product;
                done = mult_done;
            end
            2'b11: begin  
                res = {quotient, remainder};
                done = div_done;
            end
            default: begin
                res = 16'b0;
                done = 1'b0;
            end
        endcase
    end
endmodule
module booth_multiplier(
    input wire clk,
    input wire reset,
    input wire start,
    input wire signed [7:0] multiplicand,
    input wire signed [7:0] multiplier,
    output reg signed [15:0] product,
    output reg done
);
    reg [1:0] state, next_state;
    reg signed [17:0] A, next_A;
    reg signed [8:0] M;
    reg signed [8:0] Q;
    wire [2:0] booth_bits;
    wire [2:0] operation;
    reg [2:0] count;
    wire signed [17:0] op1, op2;
    wire signed [17:0] adder_res;
    reg adder_s;
    reg [17:0] M_shifted;
    localparam IDLE = 2'b00, WORK = 2'b01, DONE = 2'b10;
    assign booth_bits = Q[2:0];
    assign op1 = A;
    assign op2 = M_shifted;
    control_unit CU (
        .booth_bits(booth_bits),
        .operation(operation)
    );
    adder ADDER (
        .op1(op1),
        .op2(op2),
        .s(adder_s),
        .res(adder_res)
    );
    always @(posedge clk or posedge reset) begin
        if (reset)
            state <= IDLE;
        else
            state <= next_state;
    end
    always @(*) begin
        case (state)
            IDLE: next_state = start ? WORK : IDLE;
            WORK: next_state = (count == 3) ? DONE : WORK;
            DONE: next_state = IDLE;
            default: next_state = IDLE;
        endcase
    end
    always @(posedge clk or posedge reset) begin
        if (reset) begin
            A <= 0;
            count <= 0;
            done <= 0;
            product <= 0;
            M <= 0;
            Q <= 0;
        end
        else begin
            case (state)
                IDLE: begin
                    A <= 18'd0;
                    count <= 0;
                    done <= 0;
                    M <= {multiplicand[7], multiplicand};  
                    Q <= {multiplier, 1'b0};               
                end
                WORK: begin
                    A <= next_A;
                    Q <= Q >>> 2;
                    count <= count + 1;
                end
                DONE: begin
                    product <= A[15:0];
                    done <= 1;
                end
            endcase
        end
    end
    always @(*) begin
        M_shifted = 0;
        adder_s = 0;
        next_A = A;
        case (operation)
            3'b001, 3'b010: begin  
                M_shifted = {{9{M[8]}}, M} <<< (count * 2);
                adder_s = 0;
                next_A = adder_res;
            end
            3'b011: begin  
                M_shifted = ({{9{M[8]}}, M} <<< 1) <<< (count * 2);
                adder_s = 0;
                next_A = adder_res;
            end
            3'b100: begin  
                M_shifted = ({{9{M[8]}}, M} <<< 1) <<< (count * 2);
                adder_s = 1;
                next_A = adder_res;
            end
            3'b101, 3'b110: begin  
                M_shifted = {{9{M[8]}}, M} <<< (count * 2);
                adder_s = 1;
                next_A = adder_res;
            end
            default: begin
                next_A = A;  
            end
        endcase
    end
endmodule
module control_unit(
    input wire [2:0] booth_bits,
    output reg [2:0] operation
);
    always @(*) begin
        case (booth_bits)
            3'b000, 3'b111: operation = 3'b000;  
            3'b001, 3'b010: operation = 3'b001;  
            3'b011:         operation = 3'b011;  
            3'b100:         operation = 3'b100;  
            3'b101, 3'b110: operation = 3'b101;  
            default:        operation = 3'b000;
        endcase
    end
endmodule
module non_restoring_division (
    input wire clk,
    input wire rst,        
    input wire start,      
    input wire [15:0] dividend,  
    input wire [7:0] divisor,   
    output reg [7:0] quotient,   
    output reg [7:0] remainder,  
    output reg done              
);
    reg [7:0] A;        
    reg [7:0] Q;        
    reg [7:0] M;        
    reg s;              
    reg [3:0] count;    
    parameter IDLE = 3'b000;
    parameter SHIFT = 3'b001;
    parameter OPERATE = 3'b010;
    parameter CORRECT = 3'b011;  
    parameter DONE = 3'b100;
    reg [2:0] state, next_state;
    reg [7:0] corrected_remainder;
    always @(*) begin
    case (state)
        IDLE: next_state = start ? SHIFT : IDLE;
        SHIFT: next_state = OPERATE;
        OPERATE: next_state = (count == 4'd8) ? CORRECT : SHIFT;
        CORRECT: next_state = DONE;
        DONE: next_state = IDLE;
        default: next_state = IDLE;
    endcase
end
    always @(posedge clk or posedge rst) begin
    if (rst) begin
        state <= IDLE;
        done <= 0;
        quotient <= 0;
        remainder <= 0;
        A <= 0;
        Q <= 0;
        M <= 0;
        s <= 0;
        count <= 0;
    end else begin
        state <= next_state;
        case (state)
            IDLE: begin
                done <= 0;
                if (start) begin
                    A <= dividend[15:8];
                    Q <= dividend[7:0];
                    M <= divisor;
                    s <= 0;
                    count <= 0;
                end
            end
            SHIFT: begin
                {s, A, Q} <= {s, A, Q} << 1;
            end
            OPERATE: begin
                if (s == 0)
                    {s, A} <= {s, A} - {1'b0, M};
                else
                    {s, A} <= {s, A} + {1'b0, M};
                if (s == 1)
                    Q[0] <= 0;
                else
                    Q[0] <= 1;
                count <= count + 1;
            end
            CORRECT: begin
                if (s == 1)
    			corrected_remainder <= A + M;
		else
    			corrected_remainder <= A;
            end
            DONE: begin
                remainder <= corrected_remainder;
		quotient <= Q;
		done <= 1;
            end
        endcase
    end
end
endmodule
```
**run.sh**
```bash
#!/bin/bash
# OpenROAD 26Q1-2900-gdf79404cd8, Yosys 0.63+post, stock flow scripts
make -C /OpenROAD-flow-scripts/flow DESIGN_CONFIG=/design/flow/config.mk WORK_HOME=/design/flow/orfs finish
```
**config.mk**
```make
export PLATFORM = sky130hd
export DESIGN_NAME = alu
export DESIGN_NICKNAME = alu
export VERILOG_FILES = /design/flow/design.v
export SDC_FILE = /design/flow/constraint.sdc
export NUM_CORES = 4
export LEC_CHECK = 1
export CORE_UTILIZATION = 40
```
**constraint.sdc**
```tcl
current_design alu

set clk_period 7.8
set clk_io_pct 0.2

create_clock -name clk0 -period $clk_period [get_ports {clk}]

set non_clock_inputs [all_inputs -no_clocks]
set_input_delay [expr $clk_period * $clk_io_pct] -clock clk0 $non_clock_inputs
set_output_delay [expr $clk_period * $clk_io_pct] -clock clk0 [all_outputs]
```
==> flow_metrics.env <==
# flow metrics
export IMPL_status="complete, but fails checks"
export IMPL_violations="setup timing"
export IMPL_syn_area_um2=7170
export IMPL_detailedPlace_worstSlack_ns=-2.22
export IMPL_final_layout_size_suffix_gt1_share_pct=20.2
export IMPL_openroad_warnings=40
export IMPL_std_cell_rows=48
export IMPL_antenna_cells=0
export IMPL_die_width_um=136
export IMPL_ff2ff_setup_slack_ns=0.39
export IMPL_final_weighted_congestion_in_routability_driven_placement=0.883
export IMPL_layout_overhead_on_the_synthesized_area_pct=21.1
export IMPL_fmax_mhz=107
export IMPL_ys_seq_elements=115
export IMPL_postSynthSeqShare_pct=40.7
export IMPL_ctsHtreeMaxLevel=4
export IMPL_wire_length_of_the_first_global_routing_pass_mm=28.3
export IMPL_globalRoute_totalOverflow=0
export IMPL_avgSynthCellArea_um2=10.4
export IMPL_setup_slack_ns=-1.50
export IMPL_drt_pre_antenna_iters=4
export IMPL_fin_crit_ns=9.30
export IMPL_cp_data_arrival_time_ns=7.74
export IMPL_ant_nets=0
export IMPL_nFillCells=1547
export IMPL_via_count_of_the_first_global_routing_pass=5075
export IMPL_critPathLaunch="op_select[0]"
export IMPL_finalHoldViolCount=0
export IMPL_count_of_library_flops_with_an_enable_pin=8
export IMPL_slew_headroom_pct=39.2
export IMPL_final_cell_mix="105 x sky130_fd_sc_hd__dfrtp_1, 71 x sky130_fd_sc_hd__nand2_1, 57 x sky130_fd_sc_hd__mux2i_1"
export IMPL_layout_core_utilization_pct=49.8
export IMPL_async_flop_share_pct=93.0
export IMPL_placed_cells=950
export IMPL_hold_startpoint="div.state[4]"
export IMPL_yosysChipArea_um2=7170
export IMPL_final_instance_count_excl_fill=984
export IMPL_cp_data_required_time_ns=6.24
export IMPL_layout_top_registers="mult.A (16), mult.product (16), mult.Q (9)"
export IMPL_top_level_ports=46
export IMPL_reg2reg_from="mult.Q[1]"
export IMPL_drc=0
export IMPL_path_max_fanout=4
export IMPL_grt_setup_unrepaired="true"
export IMPL_holdCritPathClass="reg -> reg"
export IMPL_die_height_um=136
export IMPL_holdPathStages=0
export IMPL_number_of_standard_cells_reported_by_yosys=689
export IMPL_wirelength_mm=17.6
export IMPL_tritoncts="done"
export IMPL_number_of_max_cap_violations=0
export IMPL_grt_antenna_before_repair=0
export IMPL_dr_first_iter_drc_count=387
export IMPL_power_per_cell_area_nw_per_um2=469
export IMPL_dominantRegCellSynth="sky130_fd_sc_hd__dfrtp_1"
export IMPL_root_buffer="sky130_fd_sc_hd__clkbuf_16"
export IMPL_synth_cell_types=54
export IMPL_ys_warnings_count=4
export IMPL_tightest_slew_ns=0.912
export IMPL_detailedPlacementHpwl_mm=13.5
export IMPL_layout_worst_path_cycle_share_pct=119
export IMPL_ctsLongestPathBuffers=2
export IMPL_reg2reg_depth=27
export IMPL_peak_ir_drop_on_the_vdd_network_mv=0.182
export IMPL_clkTransAtPathRegs_ns=0.05
export IMPL_p_total_mw=4.07
export IMPL_largest_net_degree_at_the_start_of_global_routing=55
export IMPL_post_synth_inst_count=689
export IMPL_drt_vias_per_instance=5.30
export IMPL_dr_total_vias=5214
export IMPL_portBuffers=45
export IMPL_timing_critical_path_from_type="input port"
export IMPL_core_area_um2=17400
export IMPL_cts_sink_count=115
export IMPL_mi_logic_area_um2=4020
export IMPL_worstSetupPathType="in -> out"
export IMPL_leakage_nw=3.84
export IMPL_groute_usage_overall_pct=21.2
export IMPL_clk_latency_ns=0.41
export IMPL_routedWlPerCell_um=17.9
export IMPL_fin_worst_skew_ns=0.00520
export IMPL_setup_violations_final=5
export IMPL_lay_top_count="sky130_fd_sc_hd__dfrtp_1"
export IMPL_worst_r2r_endpoint="mult.A[15]"
export IMPL_cts_buffers=17
export IMPL_sequential_cell_area_um2=2920
export IMPL_endpoint_kind="primary output"
export IMPL_initCoreUtil_pct=41.2
export IMPL_holdPathEnd="div.state[1]"
export IMPL_slew_violations=0
export IMPL_die_area_um2=18500
layout make-up:
| class | instances | share of cell area (%) |
|---|---|---|
| Multi-Input combinational cell | 486 | 46.3 |
| Sequential cell | 115 | 33.6 |
| Timing Repair Buffer | 76 | 7.54 |
| Clock buffer | 17 | 4.90 |
| Tap cell | 225 | 3.24 |
| Inverter | 50 | 2.19 |
| Clock inverter | 15 | 2.18 |
worst max-delay path, stage by stage:
cell                       delay (ns)
sky130_fd_sc_hd__buf_6           0.09
sky130_fd_sc_hd__nor2b_4         0.11
sky130_fd_sc_hd__buf_6           0.13
sky130_fd_sc_hd__xnor2_4         0.12
sky130_fd_sc_hd__fa_2            0.36
sky130_fd_sc_hd__fa_2            0.34
sky130_fd_sc_hd__fa_2            0.34
sky130_fd_sc_hd__fa_2            0.35
sky130_fd_sc_hd__fa_2            0.36
sky130_fd_sc_hd__fa_2            0.40
sky130_fd_sc_hd__fa_2            0.37
sky130_fd_sc_hd__fa_2            0.35
sky130_fd_sc_hd__fa_2            0.35
sky130_fd_sc_hd__fa_2            0.36
sky130_fd_sc_hd__fa_2            0.35
sky130_fd_sc_hd__fa_2            0.35
sky130_fd_sc_hd__fa_2            0.35
sky130_fd_sc_hd__fa_2            0.36
sky130_fd_sc_hd__xnor2_2         0.17
sky130_fd_sc_hd__xnor2_1         0.14
sky130_fd_sc_hd__nand2b_1        0.10
sky130_fd_sc_hd__a21oi_2         0.12
sky130_fd_sc_hd__a31oi_1         0.05
sky130_fd_sc_hd__buf_2           0.13
Yosys cell counts (all sizes together), types with 4 or more instances:
| cell type | count | area (um^2) |
|---|---|---|
| a21boi | 4 | 30.0 |
| nand3 | 27 | 135 |
| ha | 24 | 300 |
| a31oi | 7 | 43.8 |
| inv | 48 | 180 |
| buf | 8 | 33.8 |
| clkbuf | 30 | 113 |
| or3 | 4 | 25.0 |
| mux2i | 59 | 591 |
| o31ai | 6 | 45.0 |
| a22oi | 4 | 30.0 |
| nand2 | 71 | 267 |
| fa | 30 | 601 |
| a21o | 4 | 30.0 |
| mux2 | 51 | 574 |
| nand2b | 4 | 25.0 |
| a21oi | 41 | 205 |
| nor2 | 40 | 166 |
| a211oi | 5 | 37.5 |
| o21ai | 35 | 175 |
| dfrtp | 105 | 2630 |
| xor2 | 4 | 35.0 |
| xnor2 | 27 | 236 |
| o21a | 4 | 30.0 |
| edfxtp | 8 | 240 |
cells by family (layout without fill, tap and decap cells):
| kind of cell | count (synthesis) | count (layout) | share of synthesized area, % |
|---|---|---|---|
| buf+inv | 88 | 158 | 4.66 |
| flops | 115 | 115 | 40.7 |
| xor+xnor | 31 | 31 | 3.79 |
| mux | 113 | 113 | 17.2 |
| compound gates | 125 | 125 | 10.6 |
| simple gates | 163 | 163 | 10.5 |
| fa+ha+maj | 54 | 54 | 12.6 |
per-stage QoR:
stage | setup TNS (ns) | hold WS (ns) | cell area, um^2
final | -3.96 | 0.373 | 8680
after floorplan | -2.48 | 0.347 | 7230
after global routing | -4.52 | 0.385 | 8680
after global placement | -7.97 | 0.352 | 8020
after CTS | -3.89 | 0.377 | 8650
after detailed placement | -8.02 | 0.362 | 8020
power by group:
part	internal [mW]	switching, mW	total (mW)
clock network	0.530	0.270	0.800
logic	0.970	1.07	2.04
registers	0.891	0.347	1.24
worst max path at each step:
stage	slack, ns	end
CTS	-1.49	res[15]
global route	-1.67	res[15]
finish	-1.50	res[15]
routing by layer:
metal  vias to the layer above  GRT usage [%]  share of wire (%)
li1                       2505              -                  -
met1                      2534           34.1                 47
met3                        20           9.04                9.7
met5                         -              0                  0
met4                         0           2.84                1.7
met2                       155           28.3                 42
repair_timing:
action	in CTS	in global routing
endpoints found under the setup margin	7	6
hold buffers	0	0
gates resized	36	6
buffers inserted	2	0
No activity file was given, so power comes from the tool's default toggle rates.
